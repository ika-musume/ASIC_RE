**design/flow/constraint.sdc**
```tcl
current_design K007232

set clk_period 4.5
set clk_io_pct 0.2

create_clock -name clk0 -period $clk_period [get_ports {i_EMUCLK}]

set non_clock_inputs [all_inputs -no_clocks]
set_input_delay [expr $clk_period * $clk_io_pct] -clock clk0 $non_clock_inputs
set_output_delay [expr $clk_period * $clk_io_pct] -clock clk0 [all_outputs]
```
**design/flow/run.sh**
```bash
#!/bin/bash
# OpenROAD 26Q1-2900-gdf79404cd8, Yosys 0.63+post, stock flow scripts
make -C /OpenROAD-flow-scripts/flow DESIGN_CONFIG=/design/flow/config.mk WORK_HOME=/design/flow/orfs finish
```
**design/flow/config.mk**
```make
export PLATFORM = sky130hd
export DESIGN_NAME = K007232
export DESIGN_NICKNAME = K007232
export VERILOG_FILES = /design/flow/design.v
export SDC_FILE = /design/flow/constraint.sdc
export NUM_CORES = 4
export LEC_CHECK = 1
export CORE_UTILIZATION = 30
```
**design/flow/design.v**
```verilog
module K007232 (
    input   wire            i_EMUCLK,  
    input   wire            i_PCEN, i_NCEN,
    input   wire            i_RST_n,
    input   wire            i_RCS_n,  
    input   wire            i_DACS_n,  
    input   wire            i_RD_n,
    input   wire    [3:0]   i_AB,
    input   wire    [7:0]   i_DB,
    output  wire    [7:0]   o_DB,
    output  wire            o_DB_OE,
    output  wire            o_SLEV_n,  
    output  wire            o_Q_n,  
    output  wire            o_E_n,
    input   wire    [7:0]   i_RAM,
    output  wire    [7:0]   o_RAM,
    output  wire            o_RAM_OE,
    output  wire    [16:0]  o_SA,  
    output  reg     [6:0]   o_ASD,
    output  reg     [6:0]   o_BSD,
    output  wire            o_CK2M
);
wire            mclk = i_EMUCLK;
wire            mrst = ~i_RST_n;
wire            pcen = i_PCEN;
wire            ncen = i_NCEN;
reg     [3:0]   div4_prescaler = 4'b0001;
always @(posedge mclk) begin
    if(mrst) div4_prescaler <= 4'b0001;
    else begin if(pcen) begin
        div4_prescaler[3:1] <= div4_prescaler[2:0];
        div4_prescaler[0] <= div4_prescaler[3];
    end end
end
wire            clk_div2 = div4_prescaler[0] | div4_prescaler[2];
wire            clk_div2_pcen = (div4_prescaler[3] | div4_prescaler[1]) & pcen;
wire            clk_div2_ncen = (div4_prescaler[0] | div4_prescaler[2]) & pcen;
wire            clk_div4 = div4_prescaler[0] | div4_prescaler[1];
wire            clk_div4_pcen = div4_prescaler[3] & pcen;
wire            clk_div4_ncen = div4_prescaler[1] & pcen;
reg             nQ_ne, nQ_ncen;
always @(negedge mclk) nQ_ne <= clk_div2;
always @(posedge mclk) if(ncen) nQ_ncen <= clk_div2;
assign  o_Q_n = (pcen && ncen) ? nQ_ne : nQ_ncen;
assign  o_E_n = clk_div2;
reg     [7:0]   div256_prescaler;
always @(posedge mclk) begin
    if(mrst) div256_prescaler <= 8'd1;  
    else begin if(clk_div4_pcen) begin
        div256_prescaler <= div256_prescaler == 8'd0 ? 8'd255 : div256_prescaler - 8'd1;
    end end
end
wire            clk_div1024 = div256_prescaler[7];
wire            clk_div1024_ncen = (div256_prescaler == 8'd128) && clk_div4_pcen;
wire            clk_div1024_pcen = (div256_prescaler == 8'd0) && clk_div4_pcen;
wire            reg0_wr  = (i_AB == 4'd0) && !i_DACS_n;  
wire            reg1_wr  = (i_AB == 4'd1) && !i_DACS_n;  
wire            reg2_wr  = (i_AB == 4'd2) && !i_DACS_n;  
wire            reg3_wr  = (i_AB == 4'd3) && !i_DACS_n;  
wire            reg4_wr  = (i_AB == 4'd4) && !i_DACS_n;  
wire            reg5_wr  = (i_AB == 4'd5) && !i_DACS_n;  
wire            reg6_wr  = (i_AB == 4'd6) && !i_DACS_n;   
wire            reg7_wr  = (i_AB == 4'd7) && !i_DACS_n;   
wire            reg8_wr  = (i_AB == 4'd8) && !i_DACS_n;   
wire            reg9_wr  = (i_AB == 4'd9) && !i_DACS_n;   
wire            reg10_wr = (i_AB == 4'd10) && !i_DACS_n;  
wire            reg11_wr = (i_AB == 4'd11) && !i_DACS_n;  
wire            reg12_wr = (i_AB == 4'd12) && !i_DACS_n;  
assign          o_SLEV_n = !((i_AB == 4'd13) && !i_DACS_n);  
reg     [5:0]   reg0, reg6;
reg     [7:0]   reg1, reg2, reg3, reg7, reg8, reg9;
reg             reg5, reg11;
reg     [1:0]   reg12;
always @(posedge mclk) begin
    if(reg0_wr) reg0 <= i_DB[5:0];
    if(reg1_wr) reg1 <= i_DB;
    if(reg2_wr) reg2 <= i_DB;
    if(reg3_wr) reg3 <= i_DB;
    if(reg5_wr) reg5 <= i_DB[0];
    if(reg6_wr) reg6 <= i_DB[5:0];
    if(reg7_wr) reg7 <= i_DB;
    if(reg8_wr) reg8 <= i_DB;
    if(reg9_wr) reg9 <= i_DB;
    if(reg11_wr) reg11 <= i_DB[0];
    if(reg12_wr) reg12 <= i_DB[1:0];
end
reg             ch1_pre_dirty;
always @(posedge mclk) begin
    if(reg0_wr || reg1_wr) ch1_pre_dirty <= 1'b1;
    else begin if(clk_div2_pcen) begin
        ch1_pre_dirty <= 1'b0;
    end end
end
wire    [3:0]   ch1_pre0_q, ch1_pre1_q, ch1_pre2_q;
wire    [11:0]  ch1_pre_q = {ch1_pre2_q, ch1_pre1_q, ch1_pre0_q};
wire            ch1_pre1_cnt = (ch1_pre0_q == 4'd15) & clk_div4;  
wire            ch1_pre2_cnt = reg0[5] ? clk_div4 : ch1_pre1_cnt & (ch1_pre1_q == 4'd15);  
wire            ch1_pre_co = reg0[4] ? ch1_pre1_cnt & (ch1_pre1_q == 4'd15) : ch1_pre2_cnt & (ch1_pre2_q == 4'd15);  
wire            ch1_pre_ld = ch1_pre_co | ch1_pre_dirty;
K007232_cntr #(.DW(4)) u_ch1pre0 (
    .i_EMUCLK(mclk), .i_PCEN(clk_div2_pcen), .i_RST(mrst), .i_LD(ch1_pre_ld), .i_CNT(clk_div4), .i_D(reg1[3:0]), .o_Q(ch1_pre0_q)
);
K007232_cntr #(.DW(4)) u_ch1pre1 (
    .i_EMUCLK(mclk), .i_PCEN(clk_div2_pcen), .i_RST(mrst), .i_LD(ch1_pre_ld), .i_CNT(ch1_pre1_cnt), .i_D(reg1[7:4]), .o_Q(ch1_pre1_q)
);
K007232_cntr #(.DW(4)) u_ch1pre2 (
    .i_EMUCLK(mclk), .i_PCEN(clk_div2_pcen), .i_RST(mrst), .i_LD(ch1_pre_ld), .i_CNT(ch1_pre2_cnt), .i_D(reg0[3:0]), .o_Q(ch1_pre2_q)
);
wire            ch1_cntr_loop_en = reg12[0];
reg             ch1_cntr_autoctrl_en;  
reg             ch1_cntr_stbit;  
reg             ch1_cntr_rst;  
wire            ch1_cntr_ld = ~ch1_cntr_autoctrl_en | (ch1_cntr_loop_en & ch1_cntr_stbit);
always @(posedge mclk) begin
    if(mrst) ch1_cntr_autoctrl_en <= 1'b1;
    else begin
        if(reg4_wr) ch1_cntr_autoctrl_en <= 1'b0;
        else begin
            if(clk_div2_pcen) ch1_cntr_autoctrl_en <= 1'b1;
        end
    end
    if(clk_div4_pcen) ch1_cntr_stbit <= i_RAM[7];
    if(mrst) ch1_cntr_rst <= 1'b1;
    else begin
        if(reg4_wr) ch1_cntr_rst <= 1'b0;
        else begin
            if(clk_div4_pcen) if(!ch1_cntr_loop_en && i_RAM[7] && !ch1_cntr_rst) ch1_cntr_rst <= 1'b1;
        end
    end
end
wire    [3:0]   ch1_cntr0_q, ch1_cntr1_q, ch1_cntr2_q;
wire    [4:0]   ch1_cntr3_q;
wire            ch1_cntr1_cnt = reg0[5] ? ch1_pre_co : (ch1_cntr0_q == 4'd15) & ch1_pre_co;
wire            ch1_cntr2_cnt = reg0[5] ? ch1_pre_co : (ch1_cntr1_q == 4'd15) & ch1_cntr1_cnt;
wire            ch1_cntr3_cnt = reg0[5] ? ch1_pre_co : (ch1_cntr2_q == 4'd15) & ch1_cntr2_cnt;
wire    [16:0]  ch1_rom_addr = {ch1_cntr3_q, ch1_cntr2_q, ch1_cntr1_q, ch1_cntr0_q};
K007232_cntr #(.DW(4)) u_ch1cntr0 (
    .i_EMUCLK(mclk), .i_PCEN(clk_div2_pcen), .i_RST(ch1_cntr_rst), .i_LD(ch1_cntr_ld), .i_CNT(ch1_pre_co), .i_D(reg3[3:0]), .o_Q(ch1_cntr0_q)
);
K007232_cntr #(.DW(4)) u_ch1cntr1 (
    .i_EMUCLK(mclk), .i_PCEN(clk_div2_pcen), .i_RST(ch1_cntr_rst), .i_LD(ch1_cntr_ld), .i_CNT(ch1_cntr1_cnt), .i_D(reg3[7:4]), .o_Q(ch1_cntr1_q)
);
K007232_cntr #(.DW(4)) u_ch1cntr2 (
    .i_EMUCLK(mclk), .i_PCEN(clk_div2_pcen), .i_RST(ch1_cntr_rst), .i_LD(ch1_cntr_ld), .i_CNT(ch1_cntr2_cnt), .i_D(reg2[3:0]), .o_Q(ch1_cntr2_q)
);
K007232_cntr #(.DW(5)) u_ch1cntr3 (
    .i_EMUCLK(mclk), .i_PCEN(clk_div2_pcen), .i_RST(ch1_cntr_rst), .i_LD(ch1_cntr_ld), .i_CNT(ch1_cntr3_cnt), .i_D({reg5, reg2[7:4]}), .o_Q(ch1_cntr3_q)
);
reg             ch2_pre_dirty;
always @(posedge mclk) begin
    if(reg6_wr || reg7_wr) ch2_pre_dirty <= 1'b1;
    else begin if(clk_div2_pcen) begin
        ch2_pre_dirty <= 1'b0;
    end end
end
wire    [3:0]   ch2_pre0_q, ch2_pre1_q, ch2_pre2_q;
wire    [11:0]  ch2_pre_q = {ch2_pre2_q, ch2_pre1_q, ch2_pre0_q};
wire            ch2_pre1_cnt = (ch2_pre0_q == 4'd15) & ~clk_div4;
wire            ch2_pre2_cnt = reg6[5] ? ~clk_div4 : ch2_pre1_cnt & (ch2_pre1_q == 4'd15);
wire            ch2_pre_co = reg6[4] ? ch2_pre1_cnt & (ch2_pre1_q == 4'd15) : ch2_pre2_cnt & (ch2_pre2_q == 4'd15);
wire            ch2_pre_ld = ch2_pre_co | ch2_pre_dirty;
K007232_cntr #(.DW(4)) u_ch2pre0 (
    .i_EMUCLK(mclk), .i_PCEN(clk_div2_pcen), .i_RST(mrst), .i_LD(ch2_pre_ld), .i_CNT(~clk_div4), .i_D(reg7[3:0]), .o_Q(ch2_pre0_q)
);
K007232_cntr #(.DW(4)) u_ch2pre1 (
    .i_EMUCLK(mclk), .i_PCEN(clk_div2_pcen), .i_RST(mrst), .i_LD(ch2_pre_ld), .i_CNT(ch2_pre1_cnt), .i_D(reg7[7:4]), .o_Q(ch2_pre1_q)
);
K007232_cntr #(.DW(4)) u_ch2pre2 (
    .i_EMUCLK(mclk), .i_PCEN(clk_div2_pcen), .i_RST(mrst), .i_LD(ch2_pre_ld), .i_CNT(ch2_pre2_cnt), .i_D(reg6[3:0]), .o_Q(ch2_pre2_q)
);
wire            ch2_cntr_loop_en = reg12[1];
reg             ch2_cntr_autoctrl_en;
reg             ch2_cntr_stbit;
reg             ch2_cntr_rst;
wire            ch2_cntr_ld = ~ch2_cntr_autoctrl_en | (ch2_cntr_loop_en & ch2_cntr_stbit);
always @(posedge mclk) begin
    if(mrst) ch2_cntr_autoctrl_en <= 1'b1;
    else begin
        if(reg10_wr) ch2_cntr_autoctrl_en <= 1'b0;
        else begin
            if(clk_div2_pcen) ch2_cntr_autoctrl_en <= 1'b1;
        end
    end
    if(clk_div4_ncen) ch2_cntr_stbit <= i_RAM[7];
    if(mrst) ch2_cntr_rst <= 1'b1;
    else begin
        if(reg10_wr) ch2_cntr_rst <= 1'b0;
        else begin
            if(clk_div4_ncen) if(!ch2_cntr_loop_en && i_RAM[7] && !ch2_cntr_rst) ch2_cntr_rst <= 1'b1;
        end
    end
end
wire    [3:0]   ch2_cntr0_q, ch2_cntr1_q, ch2_cntr2_q;
wire    [4:0]   ch2_cntr3_q;
wire            ch2_cntr1_cnt = reg6[5] ? ch2_pre_co : (ch2_cntr0_q == 4'd15) & ch2_pre_co;
wire            ch2_cntr2_cnt = reg6[5] ? ch2_pre_co : (ch2_cntr1_q == 4'd15) & ch2_cntr1_cnt;
wire            ch2_cntr3_cnt = reg6[5] ? ch2_pre_co : (ch2_cntr2_q == 4'd15) & ch2_cntr2_cnt;
wire    [16:0]  ch2_rom_addr = {ch2_cntr3_q, ch2_cntr2_q, ch2_cntr1_q, ch2_cntr0_q};
K007232_cntr #(.DW(4)) u_ch2cntr0 (
    .i_EMUCLK(mclk), .i_PCEN(clk_div2_pcen), .i_RST(ch2_cntr_rst), .i_LD(ch2_cntr_ld), .i_CNT(ch2_pre_co), .i_D(reg9[3:0]), .o_Q(ch2_cntr0_q)
);
K007232_cntr #(.DW(4)) u_ch2cntr1 (
    .i_EMUCLK(mclk), .i_PCEN(clk_div2_pcen), .i_RST(ch2_cntr_rst), .i_LD(ch2_cntr_ld), .i_CNT(ch2_cntr1_cnt), .i_D(reg9[7:4]), .o_Q(ch2_cntr1_q)
);
K007232_cntr #(.DW(4)) u_ch2cntr2 (
    .i_EMUCLK(mclk), .i_PCEN(clk_div2_pcen), .i_RST(ch2_cntr_rst), .i_LD(ch2_cntr_ld), .i_CNT(ch2_cntr2_cnt), .i_D(reg8[3:0]), .o_Q(ch2_cntr2_q)
);
K007232_cntr #(.DW(5)) u_ch2cntr3 (
    .i_EMUCLK(mclk), .i_PCEN(clk_div2_pcen), .i_RST(ch2_cntr_rst), .i_LD(ch2_cntr_ld), .i_CNT(ch2_cntr3_cnt), .i_D({reg11, reg8[7:4]}), .o_Q(ch2_cntr3_q)
);
assign  o_SA = clk_div4 ? ch2_rom_addr : ch1_rom_addr;
always @(posedge mclk) if(clk_div4_pcen) o_ASD <= i_RAM[6:0];
always @(posedge mclk) if(clk_div4_ncen) o_BSD <= i_RAM[6:0];
assign  o_RAM = i_DB;
assign  o_DB = i_RAM;
assign  o_RAM_OE = ~(~i_RD_n | (clk_div2 | i_RCS_n));
assign  o_DB_OE = ~(i_RD_n | (clk_div2 | i_RCS_n));
wire    [3:0]   ck2m_q;
wire            ck2m_ld = ck2m_q == 4'd15;
K007232_cntr #(.DW(4)) u_ck2m (
    .i_EMUCLK(mclk), .i_PCEN(reg0[4] ? clk_div4_pcen : clk_div1024_pcen), .i_RST(mrst), .i_LD(ck2m_ld), .i_CNT(1'b1), .i_D(4'd9), .o_Q(ck2m_q)
);        
assign  o_CK2M = reg0[5] ? clk_div1024 : ck2m_q == 4'd15;
endmodule
module K007232_cntr #(parameter DW = 4) (
    input   wire                i_EMUCLK,  
    input   wire                i_PCEN,
    input   wire                i_RST, i_LD, i_CNT,
    input   wire    [DW-1:0]    i_D,
    output  reg     [DW-1:0]    o_Q
);
always @(posedge i_EMUCLK) begin
    if(i_RST) o_Q <= {DW{1'b0}};
    else begin if(i_PCEN) begin
        if(i_LD) o_Q <= i_D;
        else begin
            if(i_CNT) o_Q <= &{o_Q} ? {DW{1'b0}} : o_Q + 1'b1;
        end
    end end
end
endmodule
```
==> impl_metrics.csv <==
group,metric,value,unit
run_status,status,"finished, final reports clean",
worst_setup_path,worst_path_largest_cell_delay,0.29,ns
placed_design,hpwl,12900,µm
grt,grt_pass1_vias,5410,
final_timing,fin_ws,0.140,ns
detailed_routing,dr.pass1.iters,6,
min_path,timing.hold.worst_path_depth,2,
worst_setup_path,reg2reg_from,"div4_prescaler[0]$_SDFFE_PN1P_",
power,power_per_cell_area,356,nW/µm²
floorplanning,top_ports,80,
synth,postSynth.asyncResetShare,0,%
worst_setup_path,endpoint_class_of_the_critical_path,"output pin",
job,tool_warnings,27,
final_timing,max_slew_margin_vs_limit,45.4,%
worst_setup_path,cp.arrival,3.46,ns
cts,clkSinkCount,162,
detailed_routing,drc,0,
synth,synth_cell_types,65,
layout,fraction_of_layout_instances_using_a_drive_strength_above_1,10.7,%
synth,yosys_warnings,3,
placed_design,place_worst_setup_slack,0.405,ns
worst_setup_path,timing.critical_path.from,"nQ_ne$_DFF_N_",
final_timing,report.final.hold_viol_count,0,
worst_setup_path,crit_path_cell_trace,"mux2_2 -> dlygate4sd2_1",
final_timing,grt_setup_unrepaired,"false",
min_path,min_from,"u_ck2m.o_Q[1]$_SDFFE_PN0P_",
min_path,worst_hold_path_type,"register to register",
floorplanning,dieHeight,162,µm
cts,cts-htree-levels,4,
synth,synth.yosys.num_cells,750,
grt,initial_antenna_violation_count,0,
power,leakagePower,0.00328,µW
layout,fillers,2442,
floorplanning,die_w,162,µm
synth,ys_dominant_reg_cell,"edfxtp_1",
worst_setup_path,worst_ep_required_time,3.60,ns
min_path,worst_hold_path.endpoint,"u_ck2m.o_Q[1]$_SDFFE_PN0P_",
synth,synth.top_cell.area_share,31.5,%
job,maxCapViolCount,0,
final_timing,fin_worst_skew,0.0222,ns
placed_design,buffer_ports.inserted,79,
synth,most_numerous_cell_types_in_the_synthesized_netlist,"81 x dfxtp_1, 81 x edfxtp_1, 65 x nand2_1",
floorplanning,core_area,25200,µm²
power,vdd_drop_max,215,µV
worst_setup_path,reg2regPathDepth,1,
worst_setup_path,timing.setup.critical_path_class,"register to output pin",
floorplanning,fraction_of_the_core_area_occupied_by_cells_at_floorplan,30.6,%
power,report.power.total,3340,µW
detailed_routing,antenna_cells_inserted,0,
worst_setup_path,crit_path_start_kind,"register",
floorplanning,std_cell_rows,58,
worst_setup_path,rr_endpoint,"nQ_ne$_DFF_N_",
detailed_routing,drt-wirelength-per-cell,16.3,µm
detailed_routing,final_antenna_net_count,0,
final_timing,maxSlewViolCount,0,
synth,synthesized_instance_count,750,
synth,numSynthFlops,162,
cts,worst_skew_pair.late_latency,0.43,ns
cts,clkTransAtPathRegs,0.06,ns
layout,final_cell_count_no_fill,1156,
synth,edf_count,81,
detailed_routing,route.vias.total,5900,
layout,area_growth,21.5,%
placed_design,gpl.final_weighted_congestion,0.846,
cts,tritoncts,"yes",
worst_setup_path,cpLargestDelayFamily,"flip-flops",
synth,syn_avg_cell_area,10.3,µm²
grt,pin_count_of_the_biggest_net_entering_global_routing,35,
grt,grt-ovfl-total,0,
placed_design,dp_cells,1124,
grt,grt_use_total,15.1,%
cts,hold_buffers_post_cts,0,
final_timing,timing.final.setup_violations,0,
worst_setup_path,r2r_slack,1.34,ns
synth,synth.largest_area_cell,"edfxtp_1",
floorplanning,chip_area,26300,µm²
detailed_routing,drt_iter0_drc,385,
detailed_routing,post_drt_via_cell_ratio,5.10,
cts,cts-root-buf,"clkbuf_16",
final_timing,worst-slew-pin-transition,0.816,ns
grt,first_pass_grt_wire_length,29700,µm
synth,synth.area.top_cells,"edfxtp_1 32%, dfxtp_1 21%, a21oi_1 3.8%",
final_timing,final.setup.tns,0,ns
worst_setup_path,path_buffers,1,
synth,yosys.stat.chipArea,7710,µm²
detailed_routing,postRouteWirelength,18900,µm
synth,synthesis.area,7710,µm²
worst_setup_path,critical_path.slowest_cell,"dfxtp_1",
synth,synth.yosys.seq_area_share,52.6,%
cts,cts_buffers,17,
cts,maximum_buffer_depth_of_the_clock_tree,2,
worst_setup_path,worst-path-max-fanout,1,
## metal layers
metal  vias to the layer above  share of wire (%)  GRT usage, %
met2                       201                 43          21.8
met5                         -                  0             0
li1                       2922                  -             -
met1                      2764                 47          22.8
met3                        13                8.7          5.44
met4                         0                1.3          1.97
## through the flow
step	hold WS, ns	instance area [µm²]	util, %
6_report	0.479	9370	37.2
5_1_grt	0.498	9370	37.2
3_5_place_dp	0.471	8760	34.8
2_1_floorplan	0.454	7710	-
3_3_place_gp	0.467	8760	34.8
4_1_cts	0.480	9370	37.2
## state kept, by name, summed over array words and instances (netlist names), 5 cells and up
name and cells:
o_ASD 7, reg8 8, reg0 6, div256_prescaler 8, reg3 8, reg7 8, reg6 6, u_ch1cntr3.o_Q 5
o_BSD 7, reg9 8, reg2 8, reg1 8, u_ch2cntr3.o_Q 5
## placed cells by master, fill, tap and decap left out, types with 5 or more instances in the layout
cell type	netlist	routed
a211o_1	7	7
a211oi_1	11	11
a21o_1	9	9
a21oi_1	58	58
a31o_2	7	7
a31oi_1	14	14
and2_1	6	6
and3_1	14	14
buf_4	19	17
clkbuf_16	0	17
clkdlybuf4s50_1	0	78
dfxtp_1	81	81
edfxtp_1	81	81
ha_1	19	19
inv_1	21	21
mux2_2	18	18
mux2i_1	21	21
nand2_1	65	65
nand3_1	23	23
nand4b_1	5	5
nor2_1	49	48
nor3_1	20	20
nor3b_1	5	5
o21a_1	8	8
o21ai_0	54	54
o22ai_1	12	12
or3_1	11	11
xnor2_1	7	7
## area by class of cell
cell class	instances	area (µm²)	area share, %
Sequential cell	162	4050	43.3
Multi-Input combinational cell	515	3300	35.2
Timing Repair Buffer	96	917	9.79
Clock buffer	20	447	4.77
Tap cell	330	413	4.41
Clock inverter	13	160	1.71
Inverter	20	75.1	0.802
## what timing repair did
item	CTS	global route
hold endpoints to repair	0	0
resized	1	0
buffers inserted	0	0
endpoints found under the setup margin	1	0
## power by group
part	switching (µW)	leakage, µW	internal, µW	total [µW]
clock	578	0.000296	891	1470
sequential	29.1	0.00139	1580	1610
combinational	146	0.00160	112	258
total	753	0.00328	2590	3340
## worst max path at each step
stage                    to  slack [ns]  cells past startpoint
final                 o_Q_n        0.14                      2
after CTS             o_Q_n        0.12                      2
after global routing  o_Q_n        0.06                      2
## logic make-up after synthesis
kind of cell             Yosys count  synth area share [%]
flip-flops                       162                  52.6
adder cells (fa/ha/maj)           19                  3.08
AND/OR/NAND/NOR                  225                  14.4
AND-OR/OR-AND                    223                  18.9
multiplexers                      39                  5.36
buffers and inverters             73                  4.71
XOR/XNOR                           9                  1.02
Power is estimated from default activity; no workload was simulated.
