--- design/flow/config.mk ---
export PLATFORM = sky130hd
export DESIGN_NAME = K005292
export DESIGN_NICKNAME = K005292
export VERILOG_FILES = /design/flow/design.v
export SDC_FILE = /design/flow/constraint.sdc
export NUM_CORES = 4
export LEC_CHECK = 1
export CORE_UTILIZATION = 30
--- design/flow/constraint.sdc ---
current_design K005292

set clk_period 2.7
set clk_io_pct 0.2

create_clock -name clk0 -period $clk_period [get_ports {i_EMU_MCLK}]

set non_clock_inputs [all_inputs -no_clocks]
set_input_delay [expr $clk_period * $clk_io_pct] -clock clk0 $non_clock_inputs
set_output_delay [expr $clk_period * $clk_io_pct] -clock clk0 [all_outputs]
--- design/flow/design.v ---
module K005292 (
    input   wire            i_EMU_MCLK,
    input   wire            i_EMU_CLK6MPCEN_n,
    input   wire            i_MRST_n,
    input   wire            i_HFLIP,
    input   wire            i_VFLIP,
    input   wire            i_H288,  
    input   wire            i_INTER,  
    output  reg             o_HBLANK_n,
    output  wire            o_VBLANK_n,
    output  wire            o_VBLANKH_n,
    output  wire    [8:0]   o_ABS_H,
    output  wire    [7:0]   o_ABS_V,
    output  wire    [7:0]   o_FLIP_H,
    output  wire    [7:0]   o_FLIP_V,
    output  reg             o_VCLK,
    output  wire            o_FRAMEPARITY,
    output  reg             o_HSYNC_n,
    output  wire            o_VSYNC_n,
    output  reg             o_CSYNC_n,
    input   wire    [4:0]   i_TEST,  
    output  wire    [8:0]   o_DEBUG_HCNTR,
    output  wire    [8:0]   o_DEBUG_VCNTR
);
wire            mrst = ~i_MRST_n;
wire            mclk = i_EMU_MCLK;
wire            clk6m_pcen = ~i_EMU_CLK6MPCEN_n;
reg     [8:0]   hcntr, vcntr;
reg             vclk_pcen;
assign  o_ABS_H = hcntr;
assign  o_FLIP_H = i_HFLIP ? ~hcntr[7:0] : hcntr[7:0];
assign  o_ABS_V = vcntr[7:0];
assign  o_FLIP_V = i_VFLIP ? ~vcntr[7:0] : vcntr[7:0];
assign  o_DEBUG_HCNTR = hcntr;
assign  o_DEBUG_VCNTR = vcntr;
always @(posedge mclk) begin
    if(mrst) hcntr <= 9'd0;
    else begin if(clk6m_pcen) begin
        hcntr <= hcntr == 9'd511 ? 9'd128 : hcntr + 9'd1;
    end end
end
reg             dff_D8, dff_D19, dff_C28;
wire            dff_D19_pcen = vclk_pcen & (vcntr[4:0] == 5'd15) & ~(vcntr[7:5] == 3'b111) & (dff_D19 == 1'b0);
wire            dff_C28_pcen = vclk_pcen & (vcntr[4:0] == 5'd15) & (dff_D19 == 1'b0 && vcntr[7:5] != 3'b111) & (dff_C28 == 1'b0);
always @(posedge mclk) begin
    if(mrst) dff_D8 <= 1'b0;
    else begin if(vclk_pcen) begin
        if(vcntr[0] == 1'b0) dff_D8 <= ~vcntr[8];
    end end
    if(mrst) dff_D19 <= 1'b0;
    else begin if(vclk_pcen) begin
        if(vcntr[4:0] == 5'd15) dff_D19 <= ~(vcntr[7:5] == 3'b111);
    end end
    if(mrst) dff_C28 <= 1'b0;
    else begin if(vclk_pcen) begin
        if(vcntr[4:0] == 5'd15) if(dff_D19 == 1'b1 && vcntr[7:5] == 3'b111) dff_C28 <= ~dff_C28;
    end end
end
assign  o_VBLANK_n = dff_D19;
assign  o_VSYNC_n = vcntr[8];
assign  o_VBLANKH_n = (~vcntr[8] & ~dff_D8) | dff_D19;
assign  o_FRAMEPARITY = dff_C28;  
reg             vclk_mode0;
wire            vclk_mode0_pcen = (hcntr[8] == 1'b0 && hcntr[6:0] == 7'd47) & clk6m_pcen;
always @(posedge mclk) begin
    if(mrst) begin
        vclk_mode0 <= 1'b1;
    end
    else begin if(clk6m_pcen) begin
        if(hcntr == 9'd255 || hcntr[8]) vclk_mode0 <= 1'b0;
        else begin
            if(hcntr[3:0] == 4'd15) begin
                vclk_mode0 <= ~hcntr[6] & hcntr[5];
            end
        end
    end end
end
wire            sync_mode0_n = ~vclk_mode0 & (vcntr[8] | ~i_TEST[4]);
reg             vclk_mode23;
wire            vclk_mode23_pcen = (hcntr[4:0] == 5'd31 && vclk_mode0) & clk6m_pcen;
always @(posedge mclk) begin
    if(mrst) begin
        vclk_mode23 <= 1'b0;
    end
    else begin if(clk6m_pcen) begin
        if(hcntr[4:0] == 5'd31) vclk_mode23 <= vclk_mode0;
    end end
end
reg             dff_D41;
wire            hblank_mode23_n = dff_D41 | hcntr[8];
always @(posedge mclk) begin
    if(mrst) begin
        dff_D41 <= 1'b0;
    end
    else begin if(clk6m_pcen) begin
        if(hcntr[5:0] == 6'd31) dff_D41 <= hcntr[8];
    end end
end
wire            sync_mode23_n = ~vclk_mode23 & (vcntr[8] | ~i_TEST[4]);
reg             dff_C2, dff_A44, dff_B43, dff_C14, dff_C8, dff_C8_censel;
wire            dff_B43_ncen = (hcntr[5:0] == 6'd47 && (hcntr[8:6] == 3'b101 || hcntr[8:6] == 3'b010)) & clk6m_pcen;
wire            debug_dff_C8_clk = ~dff_C14 && vcntr[7:0] == 8'b11110111 && i_TEST[4] && vclk_mode0;
wire            debug_dff_C8_clk_pcen = ~dff_C14 && vcntr[7:0] == 8'b11110111 && i_TEST[4] && vclk_mode0_pcen;
wire            debug_something_long = (hcntr[8:6] == 3'b101 || hcntr[8:6] == 3'b010);
always @(posedge mclk) begin
    if(clk6m_pcen) begin
        if(hcntr[5:0] == 6'd63 || ~hcntr[5]) dff_B43 <= 1'b1;
        else begin
            if(hcntr[4:0] == 5'd15) dff_B43 <= ~(hcntr[8:6] == 3'b101 || hcntr[8:6] == 3'b010);
        end
    end
    if(mrst) dff_C14 <= 1'b1;
    else begin
        if(clk6m_pcen) begin
            if(dff_D19_pcen || dff_D19) dff_C14 <= 1'b0;
            else begin if(vclk_pcen) begin
                if(vcntr[3:0] == 4'd7) dff_C14 <= ~dff_C14;
            end end
        end
    end
    if(mrst) dff_C8 <= 1'b0;
    else begin
        if(clk6m_pcen) begin
            if(dff_C28_pcen || dff_C28) dff_C8 <= 1'b1;
            else begin
                if(vcntr[7:0] == 8'd247 && !dff_C14 && i_TEST[4] && vclk_mode0_pcen) dff_C8 <= ~dff_C8;
            end
        end
    end
    if(mrst) dff_C8_censel <= 1'b0;
    else begin if(clk6m_pcen) begin
        if(hcntr == 9'd511 && vcntr == 9'd502) dff_C8_censel <= 1'b0;
        else if(hcntr == 9'd511 && vcntr == 9'd271) dff_C8_censel <= 1'b1;
    end end
    if(mrst) dff_C2 <= 1'b0;
    else begin
        if(clk6m_pcen) begin
            if(dff_D19_pcen || dff_D19) dff_C2 <= 1'b1;
            else begin if(vclk_pcen) begin
                if(vcntr[2:0] == 3'd7) dff_C2 <= ~dff_C2;
            end end
        end
    end
    if(clk6m_pcen) begin
        if(!((hcntr == 9'd191 || hcntr[8:6] == 3'b010 || hcntr == 9'd383 || hcntr[8:6] == 3'b101) && !i_TEST[2])) dff_A44 <= 1'b0;
        else begin
            if(hcntr[4:0] == 5'd15) dff_A44 <= ~dff_A44;
        end
    end
end
reg             vclk_mode1, vclk_mode1_pcen;
always @(*) begin
    case(i_TEST[3:2])
        2'b00: vclk_mode1 = dff_C8 ? vclk_mode0 : (~dff_B43 & hcntr[8]);
        2'b01: vclk_mode1 = (~dff_B43 & hcntr[8]);
        2'b10: vclk_mode1 = (vclk_mode0 & dff_C8);
        2'b11: vclk_mode1 = 1'b0;
    endcase
    case(i_TEST[3:2])
        2'b00: vclk_mode1_pcen = dff_C8_censel ? vclk_mode0_pcen : (dff_B43_ncen & hcntr[8]);
        2'b01: vclk_mode1_pcen = (dff_B43_ncen & hcntr[8]);
        2'b10: vclk_mode1_pcen = (vclk_mode0_pcen & dff_C8_censel);
        2'b11: vclk_mode1_pcen = 1'b0;
    endcase
end
wire            gate_A12 = (~i_TEST[0] & dff_C2) | (i_TEST[3] | dff_B43) | (~i_TEST[0] & ~dff_C14);
wire            gate_A29 = dff_A44 | (vcntr[8] | ~i_TEST[4]);
wire            gate_B21 = dff_C14 | (~vclk_mode0 | i_TEST[3]);
wire            sync_mode1_n = gate_A12 & gate_A29 & gate_B21;
always @(*) begin
    case({i_H288, i_INTER})
        2'b00: o_VCLK = vclk_mode0;
        2'b01: o_VCLK = vclk_mode1;
        2'b10: o_VCLK = vclk_mode23;
        2'b11: o_VCLK = vclk_mode23;
    endcase
    case({i_H288, i_INTER})
        2'b00: vclk_pcen = vclk_mode0_pcen;
        2'b01: vclk_pcen = vclk_mode1_pcen;
        2'b10: vclk_pcen = vclk_mode23_pcen;
        2'b11: vclk_pcen = vclk_mode23_pcen;
    endcase
    o_HBLANK_n = i_H288 ? hblank_mode23_n : hcntr[8];
    case({i_H288, i_INTER})
        2'b00: o_CSYNC_n = sync_mode0_n;
        2'b01: o_CSYNC_n = sync_mode1_n;
        2'b10: o_CSYNC_n = sync_mode23_n;
        2'b11: o_CSYNC_n = sync_mode23_n;
    endcase
    case({i_H288, i_INTER})
        2'b00: o_HSYNC_n = ~vclk_mode0;
        2'b01: o_HSYNC_n = gate_B21 & gate_A12 & ~(dff_A44 & ~vcntr[8]);
        2'b10: o_HSYNC_n = ~vclk_mode23;
        2'b11: o_HSYNC_n = ~vclk_mode23;
    endcase
end
always @(posedge mclk) begin
    if(mrst) vcntr <= 9'd0;
    else begin if(vclk_pcen) begin
        if(i_TEST[1]) vcntr <= vcntr == 9'd511 ? 9'd248 : vcntr + 9'd1;
    end end
end
endmodule
--- design/flow/run.sh ---
#!/bin/bash
# OpenROAD 26Q1-2900-gdf79404cd8, Yosys 0.63+post, stock flow scripts
make -C /OpenROAD-flow-scripts/flow DESIGN_CONFIG=/design/flow/config.mk WORK_HOME=/design/flow/orfs finish
==> CHANGELOG.md <==
### Metrics

* Outcome: complete, no violations
* Last element of the critical path: o_CSYNC_n
* Flip-flops with a built-in enable at 2
* Critical Path, Cell by Cell: clkdlybuf4s50_1, and2b_2, nand3_1, a31oi_1, clkdlybuf4s50_1
* Number of flip-flops and latches in the synthesized netlist at 30
* Final HPWL DP at 4070 um
* Most numerous cell in the Yosys netlist: sky130_fd_sc_hd__dfxtp_1
* Count of input and output buffers at 70
* Fraction of the yosys area taken by sequential cells at 29.0%
* Arrival time of the worst setup path at 2040 ps
* Starting DRC count in detailed routing at 119
* Crit Path Category: in2out
* Ratio of cells with drive above 1 in the final layout at 10.5%
* Leakage power at around 1.1 nW
* Total non-filler cell area in the finished layout at 0.00296 sq mm
* Most common flop cell mapped by yosys: sky130_fd_sc_hd__dfxtp_1
* R2r setup slk at 320 ps
* Registers with the highest flip-flop counts: hcntr x9, vcntr x9
* Peak per-stage delay on the critical path at 480 ps
* Worst ir drop on vdd at 0.161 mV
* Netlist area before placement at between 0.002 and 0.0025 sq mm
* Crit-path leading delay family: buffers and inverters
* Critical register-to-register path endpoint: dff_C8_censel
* Post-CTS Hold Buffers at 0
* Util after Layout at 43.4%
* Sequential share of power at 48.0%
* Number of vias per cell after detailed routing at 4.78
* Num Clock Sinks at 30
* Cell total in the yosys stat output at 262
* Insertion delay of the later-clocked pin in the worst-skew pair at roughly 280 ps
* CORE AREA at 0.00683 sq mm
* Critical path peak fanout at 5
* Chip Area, Yosys at about 0.0021 sq mm
* Number of rows in the core area at 30
* Required arrival time at the worst endpoint at approximately 2200 ps
* Crit start category: input pin
* Number of buffers created by CTS at 5
* First-pass GRT wire length at 9230 um
* Count of tool warnings at 28
* Overall global routing resource usage at 15.6%
* Minimum clock period at about 2600 ps
* Number of levels the H-tree was split into at 2
* Cell type with the highest aggregate area in the netlist: sky130_fd_sc_hd__dfxtp_1
* Setup Skew at 5.22 ps
* Internal Dissipation at 0.728 mW
* Logic gate share of total power at between 15 and 20%
* Maximum number of pins on one net before global-route repair at 23
* Weighted congestion reported at the end of routability-driven placement at 0.852
* Worst max-slew margin expressed relative to the limit at between 60% and 70%
* First-pass iteration count of the detailed router at 5
* Clock tree root buffer cell: sky130_fd_sc_hd__clkbuf_8
* Place WS at 113 ps
* Number of I/O pins at 71
* Antenna violations before repair at 0
* Final critical-path share of the clock period at between 90% and 100%
* Antenna Diode Count at 0
* TritonCTS clock tree: done
* Leading cell types by total area after synthesis: sky130_fd_sc_hd__dfxtp_1 26%, sky130_fd_sc_hd__xor2_1 7.0%, sky130_fd_sc_hd__buf_4 6.3%
* Clock network fraction of total power at 36.8%
* Remaining number of nets flagged by the antenna check after routing at 0
* Routed wire length per instance at 13.0 um
* Die height at 86.5 um
* Setup TNS at 0 ps
* Avg Cell Area, Syn at 8.17 sq um
* Synth top area share at around a quarter
* Peak clock frequency supported by timing at 0.387 GHz
* Total DRC errors in the routed layout at 0
* Net Sw Power at roughly 0.23 mW
* Vias at 2008
* Critical Path Slowest Stage Cell: sky130_fd_sc_hd__clkdlybuf4s50_1
* Maximum capacitance violations at 0
* Number of distinct library cells after synthesis at 55
* Worst Setup SP: i_H288
* CTS Buffer Depth at 2
* Number of global-route vias before repair at 1829
* Total power per unit cell area at approximately 320 mW/mm^2
* Final Hold Fails at 0
* Buffers & Inverters on Critical Path at 2
* RSZ-0062 raised after global routing: false
* Number of warnings issued by yosys at 1
* Die outline area at between 0.007 and 0.008 sq mm
* Relative area change from synthesis to final layout at 38.5%
* Total setup violations reported at the end of the flow at 0
* Type of element capturing the critical path: output pin
* Launch instance of the worst register-to-register path: hcntr[1]
* Fraction of power spent switching nets at between 20% and 30%
* Remaining Overflow, GRT at 0
* Clock-pin slew on the worst setup and hold paths at 60 ps
* Final tally of max-slew violations at 0
* Worst min-delay path class: reg2reg
* Post-Route Hold Slack at 491 ps
* Horizontal die dimension at 86.5 um
* Gate Count Post-Synth at 262
* Fraction of registers with async set/reset at 0%
* WP depth at 5
* Initial core utilization at 31.3%
* R2R cell count at 10
* Routed WL at roughly 5500 um
* Post-placement cell area at ~0.0029 sq mm
* Most frequent cell on the critical path: sky130_fd_sc_hd__clkdlybuf4s50_1
* Pin slew with the least headroom to its limit at between 400 and 500 ps
* Most frequent cells after synthesis: 28 x sky130_fd_sc_hd__dfxtp_1, 25 x sky130_fd_sc_hd__nor2_1, 18 x sky130_fd_sc_hd__buf_4
* Worst-case setup margin in the final layout at between 100 and 150 ps
==> worst min path at each step <==
| stage | startpoint | end | slack (ps) | cells past startpoint |
|---|---|---|---|---|
| after CTS | vclk_mode23 | vclk_mode23 | 490 | 2 |
| after global routing | dff_C2 | dff_C2 | 520 | 1 |
| final | vclk_mode23 | vclk_mode23 | 490 | 2 |
==> per-layer routing <==
layer  up-vias  GRT usage, %  share of wire (%)  wire length (um)
met2        42          23.3                 44              2430
met4         0          3.03                1.6                85
met1       924          24.2                 49              2690
met5         -             0                  0                 0
met3         8          2.71                4.9               270
li1       1034             -                  -                 -
==> repair_timing <==
action,in CTS,in global routing
resized,0,4
endpoints found under the setup margin,0,1
buffers inserted,0,0
==> worst min-delay path, cell delays in order, from the launching register on <==
cell                      delay (ps)
sky130_fd_sc_hd__dfxtp_1         310
sky130_fd_sc_hd__o21ai_0          70
sky130_fd_sc_hd__a21oi_1          70
==> kinds of logic after synthesis <==
group                      synth area share, %
AOI/OAI and AO/OA                         16.5
xor gates and xnor gates                  8.19
buffers and inverters                     12.4
muxes                                     1.40
adders and majority gates                 5.85
and+or+nand+nor                           26.7
DFF                                       29.0
==> final cells by class <==
| class | instances | area (sq um) |
|---|---|---|
| repair buffers | 87 | 833 |
| well taps | 96 | 120 |
| flip-flops and latches | 30 | 621 |
| multi-input cells | 186 | 1260 |
| clock buffers | 8 | 80.1 |
| inverters | 13 | 48.8 |
| fillers | 699 | 3870 |
==> power by group through the flow <==
stage	Combinational, mW	Clock [mW]	Sequential, mW
after CTS	0.148	0.359	0.462
after global routing	0.162	0.381	0.463
final	0.146	0.354	0.462
==> layout by cell type (no fill, tap or decap), drive strengths merged, types with 3 or more instances in the layout <==
master          n
nand4           7
and2b           3
mux2i           3
xor2           17
a21oi          15
buf            17
nor4            4
nand3           5
dfxtp          28
nand2          16
nor3            8
nor2b           4
or4             4
inv            13
o221a           4
and3            7
a31oi           4
xnor2           3
nand2b          4
ha             10
nand3b          5
nor2           25
clkbuf          8
clkdlybuf4s50  68
o21bai          3
o21ai           8
==> per-stage QoR <==
step	std cells	total power, mW
after floorplan	262	0.528
after global placement	412	0.619
after detailed placement	412	0.619
after CTS	420	0.969
after global routing	420	1.01
final	420	0.962
Power figures rest on the tool's default switching activity, not on a simulated workload.
