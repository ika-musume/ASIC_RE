`run.sh`:
```
#!/bin/bash
# OpenROAD 26Q1-2900-gdf79404cd8, Yosys 0.63+post, stock flow scripts
make -C /OpenROAD-flow-scripts/flow DESIGN_CONFIG=/design/flow/config.mk WORK_HOME=/design/flow/orfs finish
```
`config.mk`:
```
export PLATFORM = sky130hd
export DESIGN_NAME = Sega_315_5012
export DESIGN_NICKNAME = Sega_315_5012
export VERILOG_FILES = /design/flow/design.v
export SDC_FILE = /design/flow/constraint.sdc
export NUM_CORES = 4
export LEC_CHECK = 1
export CORE_AREA = 10 10 89 89
export DIE_AREA = 0 0 99 99
```
`constraint.sdc`:
```
current_design Sega_315_5012

set clk_period 3.7
set clk_io_pct 0.2

create_clock -name clk0 -period $clk_period [get_ports {i_MCLK}]

set non_clock_inputs [all_inputs -no_clocks]
set_input_delay [expr $clk_period * $clk_io_pct] -clock clk0 $non_clock_inputs
set_output_delay [expr $clk_period * $clk_io_pct] -clock clk0 [all_outputs]
```
`design.v`:
```
module Sega_315_5012 (
    input   wire            i_MCLK,
    input   wire            i_CLK5MNCEN,  
    input   wire            i_CLK10MPCEN,  
    output  wire            o_DMAEND,
    input   wire            i_DMAON_n,
    input   wire            i_ONELINE_n,
    input   wire    [10:0]  i_AD,
    input   wire            i_OBJ_n,
    input   wire            i_RD_n,
    input   wire            i_WR_n,
    output  wire            o_BUFENH_n,  
    output  wire            o_BUFENL_n,  
    input   wire            i_OBJEND_n,
    input   wire            i_PTEND,
    output  wire            o_LOHP_n,
    output  wire            o_CWEN,
    output  wire            o_VCUL_n,    
    input   wire            i_VEN_n,     
    output  wire            o_DELTAX_n,
    output  wire            o_ALULO_n,
    output  wire            o_ONTRF,
    output  wire            o_RCS_n,
    output  wire            o_RAMWRH_n,
    output  wire            o_RAMWRL_n,
    output  wire    [9:0]   o_RA
);
wire            mclk = i_MCLK;
wire            clk5m_ncen = i_CLK5MNCEN;
wire            clk10m_pcen = i_CLK10MPCEN;
reg     [2:0]   fsmcntr;
wire            fsmcntr0, fsmcntr1, fsmcntr2, fsmcntr3, fsmcntr4;
reg             fsmcntr3_z;
always @(posedge mclk) if(clk5m_ncen) fsmcntr3_z <= fsmcntr3;
wire            fsmcntr_ld_n = ~((i_VEN_n & i_ONELINE_n) & fsmcntr0);
wire            fsmcntr_rst_n_d = ~i_DMAON_n & i_OBJ_n;
reg             fsmcntr_rst_n_reg;
wire            fsmcntr_rst_n = fsmcntr_rst_n_reg & fsmcntr_rst_n_d;
always @(posedge mclk) if(clk5m_ncen) fsmcntr_rst_n_reg <= fsmcntr_rst_n_d;
wire            fsmcntr_cnt;
wire            fsmcntr_cnt_j = ~(~i_PTEND & i_OBJ_n);
wire            fsmcntr_cnt_k = ~fsmcntr3_z;
Sega_315_5012_jkff u_13G (.i_MCLK(mclk), .i_CEN(clk5m_ncen), .i_SET_n(i_ONELINE_n),
                          .i_J(fsmcntr_cnt_j), .i_K_n(fsmcntr_cnt_k), .o_Q(fsmcntr_cnt), .o_Q_n());
wire            fsmcntr_ctrlwire0 = fsmcntr_ld_n & ~fsmcntr[2];
wire            fsmcntr_ctrlwire1 = fsmcntr_ctrlwire0 & fsmcntr_cnt;
always @(posedge mclk) begin
    if(clk5m_ncen) begin
        if(!fsmcntr_rst_n) begin
            fsmcntr <= 3'd0;
        end
        else begin
            fsmcntr[0] <= &{ fsmcntr[0], fsmcntr_ctrlwire0,      ~ fsmcntr_ctrlwire1} |
                          &{~fsmcntr[0],                           fsmcntr_ctrlwire1};
            fsmcntr[1] <= &{ fsmcntr[1], fsmcntr_ctrlwire0,      ~(fsmcntr_ctrlwire1 & fsmcntr[0])} |
                          &{ fsmcntr[0], ~fsmcntr[1],              fsmcntr_ctrlwire1};
            fsmcntr[2] <= &{ fsmcntr[2], fsmcntr_ctrlwire0,      ~(fsmcntr_ctrlwire1 & fsmcntr[0] & fsmcntr[1])} |
                          &{ fsmcntr[0],  fsmcntr[1], ~fsmcntr[2], fsmcntr_ctrlwire1};
        end
    end
end
assign  fsmcntr0 = (fsmcntr == 3'd0) & (fsmcntr_rst_n_reg & fsmcntr_cnt);
assign  fsmcntr1 = (fsmcntr == 3'd1) & (fsmcntr_rst_n_reg & fsmcntr_cnt);
assign  fsmcntr2 = (fsmcntr == 3'd2) & (fsmcntr_rst_n_reg & fsmcntr_cnt);
assign  fsmcntr3 = (fsmcntr == 3'd3) & (fsmcntr_rst_n_reg & fsmcntr_cnt);
assign  fsmcntr4 = (fsmcntr == 3'd4) & (fsmcntr_rst_n_reg & fsmcntr_cnt);
reg     [3:0]   addrcntrlo;
wire            addrcntrlo_timing_a = (!fsmcntr_ld_n) ? 1'b0 :
                                                        (!i_ONELINE_n) ? ~fsmcntr[0] : 
                                                                         fsmcntr2 | fsmcntr4;
wire            addrcntrlo_timing_b = (!fsmcntr_ld_n) ? 1'b0 :
                                                        (!i_ONELINE_n) ? fsmcntr0 | fsmcntr4 : 
                                                                         fsmcntr0 | fsmcntr1 | fsmcntr2 | fsmcntr4;
assign          o_ALULO_n           = (!fsmcntr_ld_n) ? 1'b0 :
                                                        (!i_ONELINE_n) ? ~fsmcntr2 : 
                                                                         ~fsmcntr2 & ~fsmcntr3;
wire            addrcntrlo_pla_in3  = ~(~addrcntrlo[1] | ~addrcntrlo_timing_a);
wire            addrcntrlo_pla_in2  = ~( addrcntrlo[1] |  addrcntrlo_timing_a);
wire            addrcntrlo_pla_in1  = ~(~addrcntrlo[0] | ~addrcntrlo_timing_b);
wire            addrcntrlo_pla_in0  = ~( addrcntrlo[0] |  addrcntrlo_timing_b);
always @(posedge mclk) if(clk5m_ncen) begin
    if(!fsmcntr_rst_n) begin
        addrcntrlo[0] <= 1'b0;
        addrcntrlo[1] <= 1'b0;
        addrcntrlo[2] <= 1'b0;
        addrcntrlo[3] <= 1'b0;
    end
    else begin
        addrcntrlo[0] <=    ~addrcntrlo_pla_in0 & ~addrcntrlo_pla_in1;
        addrcntrlo[1] <=    (~addrcntrlo_pla_in0 &  addrcntrlo_pla_in1) ^        
                            (~addrcntrlo_pla_in2 & ~addrcntrlo_pla_in3);         
        addrcntrlo[2] <=    (~( addrcntrlo_pla_in0 & ~addrcntrlo_pla_in3) &      
                             ~(~addrcntrlo_pla_in1 & ~addrcntrlo_pla_in3) &      
                              (~addrcntrlo_pla_in2                      )) ^     
                            ( addrcntrlo[2]                              );
        addrcntrlo[3] <=    (~( addrcntrlo_pla_in0 & ~addrcntrlo_pla_in3) &      
                             ~(~addrcntrlo_pla_in1 & ~addrcntrlo_pla_in3) &      
                              (~addrcntrlo_pla_in2                      ) &
                              ( addrcntrlo[2]                           )) ^     
                            (~( fsmcntr_ld_n       & ~addrcntrlo[3]     ) &
                             ~(~fsmcntr_ld_n       &  addrcntrlo[3]     ));
    end
end
wire            addrcntrhi_cnt = ~(~(~fsmcntr_ld_n &  addrcntrlo[3]) &  addrcntrlo_pla_in0 & ~addrcntrlo_pla_in3) &   
                                 ~(~(~fsmcntr_ld_n &  addrcntrlo[3]) & ~addrcntrlo_pla_in1 & ~addrcntrlo_pla_in3) &   
                                 ~(~(~fsmcntr_ld_n &  addrcntrlo[3]) &  addrcntrlo_pla_in2                      ) &   
                                 ~(~(~fsmcntr_ld_n &  addrcntrlo[3]) & ~addrcntrlo[2]                           ) &   
                                  (~( fsmcntr_ld_n & ~addrcntrlo[3])                                            );    
reg     [3:0]   addrcntrhi;
always @(posedge mclk) if(clk5m_ncen) begin
    if(!fsmcntr_rst_n) addrcntrhi <= 4'd0;
    else begin
        if(addrcntrhi_cnt) begin
            if(addrcntrhi == 4'd15) addrcntrhi <= 4'd0;
            else addrcntrhi <= addrcntrhi + 4'd1;
        end
    end
end
reg             obj_latched_n;
always @(posedge mclk) if(clk5m_ncen) obj_latched_n <= i_OBJ_n;
assign  o_LOHP_n = ~(fsmcntr1 & i_ONELINE_n);
assign  o_ONTRF = ~(~fsmcntr3_z & fsmcntr_cnt) & obj_latched_n;
assign  o_VCUL_n = ~fsmcntr0;
assign  o_DELTAX_n = ~fsmcntr2;
Sega_315_5012_jkff u_19P (.i_MCLK(mclk), .i_CEN(clk5m_ncen), .i_SET_n(~fsmcntr_cnt),
                          .i_J(~fsmcntr_cnt), .i_K_n(1'b0), .o_Q(), .o_Q_n(o_CWEN));
reg             dma_ram_wr_n;
always @(posedge mclk) if(clk10m_pcen) begin
    if(fsmcntr3_z) dma_ram_wr_n <= ~dma_ram_wr_n;
    else dma_ram_wr_n <= 1'b1;
end
wire            cpu_ram_wr_lo_n = ~(~(obj_latched_n | i_WR_n) & ~i_AD[0]);
wire            cpu_ram_wr_hi_n = ~(~(obj_latched_n | i_WR_n) &  i_AD[0]);
assign  o_RAMWRL_n = (obj_latched_n) ? dma_ram_wr_n : cpu_ram_wr_lo_n;
assign  o_RAMWRH_n = (obj_latched_n) ? dma_ram_wr_n : cpu_ram_wr_hi_n;
assign  o_BUFENL_n = ~(~(obj_latched_n | (i_WR_n & i_RD_n)) & ~i_AD[0]);
assign  o_BUFENH_n = ~(~(obj_latched_n | (i_WR_n & i_RD_n)) &  i_AD[0]);
assign  o_RA = (obj_latched_n) ? {2'b00, addrcntrhi, addrcntrlo} : i_AD[10:1];
assign  o_RCS_n = ~fsmcntr_cnt & obj_latched_n;
assign  o_DMAEND = ~&{~&{addrcntrhi_cnt, addrcntrhi}, ~&{~i_OBJEND_n, fsmcntr_cnt, fsmcntr0}, i_OBJ_n};
endmodule
module Sega_315_5012_jkff (
    input   wire            i_MCLK,
    input   wire            i_CEN,
    input   wire            i_SET_n,
    input   wire            i_J, i_K_n,
    output  wire            o_Q, o_Q_n
);
reg             jkff_reg;
always @(posedge i_MCLK) if(i_CEN) begin
    if(!i_SET_n) jkff_reg <= 1'b1;
    else begin
        case({i_J, i_K_n})
            2'b00: jkff_reg <= 1'b0;
            2'b01: jkff_reg <= jkff_reg;
            2'b10: jkff_reg <= ~jkff_reg;
            2'b11: jkff_reg <= 1'b1;
        endcase
    end
end
assign  o_Q = jkff_reg | ~i_SET_n;
assign  o_Q_n = ~o_Q;
endmodule
```
==> Changelog: implementation <==
### Physical design

- Status: finished, final reports clean
- Fmax: 284 MHz
- TritonCTS buffer count: 3
- DIE AREA: 9800 µm²
- Worst setup SP type: input port
- Post-CTS setup buffers: 0
- CTS tree: done
- Top cells, area: edfxtp_1 (41%), ha_1 (8.0%), mux2_2 (7.2%)
- CTS Buffer Depth: 2
- Layout overhead on the synthesized area: 45.9%
- Max-cap violations: 0
- Grt ovf: 0
- Global-route wire length before repair: 5.33 mm
- Clk pin slew, worst setup/hold paths: 0.07 ns
- Reg-to-reg startpoint: fsmcntr[1]
- PwrDens: 275 nW/µm²
- Clk root buf: clkbuf_8
- Row count: 28
- Worst Setup End Kind: primary output
- FFs w/ async S/R, synth: 0
- Initial Util: 0.210
- Hold Vio Cnt, Final: 0
- Fin Clk Skew: 0.00466 ns
- Share of cells above drive strength 1: 0.156
- Routed vias/inst: 4.12
- Post-DP HPWL: 2.61 mm
- Yosys cell count: 126
- Seq/Total Area, Yosys: 0.406
- Vias in the first global route: 1042
- Worst hold slack: 0.566 ns
- Ys flops: 17
- Fillers: 598
- Sequential share of power: 0.479
- Least-Margin Pin Slew: 0.648 ns
- Tool warnings: 28
- Largest regs: addrcntrhi (4), addrcntrlo (4), fsmcntr (3)
- Worst rel slew slack: 0.568
- Hold path start: u_19P.jkff_reg
- Internal power: 0.378 mW
- Synth area leader: edfxtp_1
- Synthesized netlist cell count: 126
- Final slew viol count: 0
- IO Count: 44
- Placer Congestion: 0.777
- Sw frac: 0.249
- WL/cell: 13.0 µm
- Clk sinks: 17
- Worst endpoint required time: 2.96 ns
- Routed Antenna Nets: 0
- Synth top cell by count: edfxtp_1
- Hold WC Path Type: flop to flop
- PortBufs: 43
- DR iter-0 viols: 42
- H-tree depth: 1
- YS warnings: 2
- Main synth FF type: edfxtp_1
- Mean Syn Cell Area: 9.97 µm²
- N_diodes: 0
- Chip Width: 99 µm
- Crit Path Max Fanout: 4
- Core area: 5990 µm²
- Total Wirelength: 3.21 mm
- Crit path DAT: 2.78 ns
- Unrepaired setup endpoints after global routing: no
- Clock power frac: 0.287
- Final Power: 0.504 mW
- Net switching power of the design: 0.126 mW
- Yosys stat area: 1260 µm²
- TritonRoute pass-1 iters: 4
- Setup CP Type: input port to primary output
- Distinct lib cells: 42
- Setup-failing EPs final: 0
- EDFF count, synth: 17
- Initial antenna violation count: 0
- Worst Setup SP: i_ONELINE_n
- Tmin final: 3.52 ns
- Final Cycle Share: 0.951
- P_leak: 0.716 nW
- Global-route usage over all layers: 0.0655
- Synth Cell Area: 1260 µm²
- Gate power share: 0.234
- Die y size: 99 µm
- DR DRC count: 0
- Worst-Skew Late Latency: 0.26 ns
- Post-synth top cells: edfxtp_1 (17), nand2_1 (13), inv_1 (11), nor2_1 (10)
- Vias: 1022
- Peak VDD IR: 0.000116 V
- Largest net degree at the start of global routing: 18
- Largest type area fraction: 0.406
==> worst max-delay path, stage by stage <==
cell	delay [ns]
clkdlybuf4s15_1	0.23
nand2b_2	0.10
and2_4	0.15
and4_4	0.21
inv_2	0.03
ha_1	0.16
inv_1	0.05
a21oi_1	0.07
o32a_1	0.35
o221ai_1	0.18
clkdlybuf4s50_1	0.52
==> timing repair <==
action | CTS | global route
hold buffers | 0 | 0
gates resized | 1 | 2
endpoints found under the setup margin | 1 | 1
==> logic make-up after synthesis <==
group,Yosys count,synth area share
XOR/XNOR,5,0.0349
multiplexers,9,0.0797
adder cells (fa/ha/maj),8,0.0797
buffers and inverters,18,0.0687
flip-flops,17,0.406
AND-OR/OR-AND,16,0.0817
AND/OR/NAND/NOR,53,0.249
==> cell usage in the layout (no fill, tap or decap), drive strengths merged, types with 2 or more instances in the layout <==
master and count:
clkdlybuf4s50 41, edfxtp 17, nand2 14, inv 12, nor2 10, mux2 8, ha 8, a21oi 6
buf 6, xnor2 4, and2 4, nor3 4, nand4 3, nor2b 3, clkbuf 3, nand2b 3
nand3 2, o22ai 2, a31oi 2, and3 2, and2b 2, nor3b 2
==> power groups by stage <==
stage / sequential, mW / combinational, mW / clock [mW]
after CTS: 0.242 / 0.120 / 0.148
after global routing: 0.244 / 0.132 / 0.157
final: 0.242 / 0.118 / 0.145
==> metal layers <==
metal	global-route usage	vias to the layer above	wire length (µm)
met3	0.0183	4	190
met4	0.00662	0	28
met1	0.0913	454	1520
met5	0	-	0
met2	0.103	27	1470
li1	-	537	-
==> final timing paths <==
kind,to,slack [ns],cells past startpoint
setup / recovery,o_DMAEND,0.18,11
hold / removal,u_19P.jkff_reg,0.57,1
setup reg to reg,addrcntrhi[3],1.24,8
hold reg to reg,u_19P.jkff_reg,0.57,1
==> final cells by class <==
type	count	area, µm²	area share
tap	75	93.8	0.0512
timing repair buffer	49	478	0.261
inverter	12	45.0	0.0246
multi-input combinational	91	659	0.360
sequential	17	510	0.278
clock inverter	1	5.00	0.00273
clock buffer	3	41.3	0.0225
==> stage by stage <==
stage | cells | util | area (µm²) | setup TNS, ns | setup WS, ns
finish | 248 | 0.306 | 1830 | 0 | 0.182
global route | 248 | 0.306 | 1830 | 0 | 0.0282
floorplan | 126 | - | 1260 | 0 | 0.893
CTS | 248 | 0.305 | 1830 | 0 | 0.0145
detailed placement | 244 | 0.298 | 1780 | -0.115 | -0.115
global placement | 244 | 0.298 | 1780 | -0.0785 | -0.0785
Power is estimated from default activity; no workload was simulated.
