==> flow/design.v <==
module Sega_315_5011 (
    input   wire            i_MCLK,
    input   wire            i_CLK5MNCEN,  
    input   wire    [7:0]   i_V,
    input   wire    [15:0]  i_RO_DI,
    output  wire    [15:0]  o_RO_DO,
    output  wire            o_RO_DO_OE,
    input   wire            i_CWEN,
    input   wire            i_VCUL_n,
    input   wire            i_DELTAX_n,
    input   wire            i_ALULO_n,
    input   wire            i_ONTRF,
    output  wire            o_VEN_n,
    output  wire            o_SWAP
);
wire    [7:0]   lomux, himux;
wire    [8:0]   loadder, hiadder;
reg     [7:0]   locntr, hicntr;
assign  o_RO_DO = {hicntr, locntr};
assign  lomux = i_DELTAX_n ? (i_VCUL_n ? locntr : ~i_V) : 8'h00;
assign  himux = i_DELTAX_n ? (i_VCUL_n ? hicntr : ~i_V) : 8'h00;
assign  loadder = lomux + i_RO_DI[7:0];
assign  hiadder = himux + i_RO_DI[15:8] + loadder[8];
wire    [15:0]  adder = {hiadder[7:0], loadder[7:0]};
always @(posedge i_MCLK) if(i_CLK5MNCEN) begin
    if(!i_ALULO_n) {hicntr, locntr} <= adder;
    else begin
        if(i_CWEN) begin
            if(~hicntr[7]) begin
                {hicntr, locntr} <= {hicntr, locntr} + 16'd1;  
            end
            else begin
                {hicntr, locntr} <= {hicntr, locntr} - 16'd1;  
            end
        end
    end
end
assign  o_RO_DO_OE = i_ONTRF;
assign  o_SWAP = hicntr[7] ^ ~i_CWEN;
assign  o_VEN_n = ~(hiadder[8] & ~loadder[8] & ~i_VCUL_n);
endmodule
==> flow/run.sh <==
#!/bin/bash
# OpenROAD 26Q1-2900-gdf79404cd8, Yosys 0.63+post, stock flow scripts
make -C /OpenROAD-flow-scripts/flow DESIGN_CONFIG=/design/flow/config.mk WORK_HOME=/design/flow/orfs finish
==> flow/config.mk <==
export PLATFORM = sky130hd
export DESIGN_NAME = Sega_315_5011
export DESIGN_NICKNAME = Sega_315_5011
export VERILOG_FILES = /design/flow/design.v
export SDC_FILE = /design/flow/constraint.sdc
export NUM_CORES = 4
export LEC_CHECK = 1
export CORE_UTILIZATION = 40
==> flow/constraint.sdc <==
current_design Sega_315_5011

set clk_period 12.2
set clk_io_pct 0.2

create_clock -name clk0 -period $clk_period [get_ports {i_MCLK}]

set non_clock_inputs [all_inputs -no_clocks]
set_input_delay [expr $clk_period * $clk_io_pct] -clock clk0 $non_clock_inputs
set_output_delay [expr $clk_period * $clk_io_pct] -clock clk0 [all_outputs]
==> flow_results.xml <==
<?xml version="1.0" encoding="UTF-8"?>
<metrics>
  <group name="status">
    <metric name="outcome" unit="">completed</metric>
  </group>
  <group name="drt">
    <metric name="drt.antenna.violating_nets" unit="">0</metric>
    <metric name="diodes" unit="">0</metric>
    <metric name="route.detailed.wl_per_inst" unit="um">14.5</metric>
    <metric name="drt_iter0_markers" unit="">209</metric>
    <metric name="dr_total_vias" unit="">1916</metric>
    <metric name="drc" unit="">0</metric>
    <metric name="number_of_vias_per_cell" unit="">5.31</metric>
    <metric name="route.final.wire_length" unit="mm">5.24</metric>
    <metric name="drt_first_pass_iters" unit="">4</metric>
  </group>
  <group name="setup_path">
    <metric name="cp_cell_sequence" unit="">clkdlybuf4s50_1, nor2_1, a21oi_1, nor2b_1, ha_1, fa_1, a21o_1, a21oi_1, o211ai_1, o31ai_1, fa_1, fa_1, nand2b_1, a21oi_1, nor3_1, nor2_1, o311ai_1, clkdlybuf4s50_1</metric>
    <metric name="path_max_fanout" unit="">25</metric>
    <metric name="worstSetupEndpointType" unit="">output pin</metric>
    <metric name="timing.setup.critical_path_class" unit="">in -&gt; out</metric>
    <metric name="cp_top_family" unit="">AND-OR/OR-AND gates</metric>
    <metric name="crit_path_max_incr_delay" unit="ps">950</metric>
    <metric name="regToRegEndpoint" unit="">hicntr[7]</metric>
    <metric name="timing.critical_path.from_type" unit="">input port</metric>
    <metric name="worst_ep_required_time" unit="ps">9760</metric>
    <metric name="r2r_start" unit="">locntr[0]</metric>
    <metric name="number_of_buffer_and_inverter_instances_along_the_worst_setup_path" unit="">2</metric>
    <metric name="cell_at_the_slowest_stage_of_the_critical_path" unit="">sky130_fd_sc_hd__clkdlybuf4s50_1</metric>
    <metric name="reg2regPathDepth" unit="">14</metric>
    <metric name="crit_arrival" unit="ps">7150</metric>
    <metric name="setup.reg_to_reg.worst_slack" unit="ps">8200</metric>
  </group>
  <group name="global_routing">
    <metric name="wire_length_of_the_first_global_routing_pass" unit="mm">8.85</metric>
    <metric name="overflow" unit="">0</metric>
    <metric name="grtUsageMet1" unit="%">37.3</metric>
    <metric name="number_of_antenna_violations_at_the_first_check_in_global_routing" unit="">0</metric>
    <metric name="grt_util_all_layers" unit="%">21.6</metric>
    <metric name="grt_util_met2" unit="%">31.1</metric>
    <metric name="busiest_layer" unit="">met1</metric>
    <metric name="grt_pass1_vias" unit="">1861</metric>
    <metric name="pin_count_of_the_biggest_net_entering_global_routing" unit="">28</metric>
    <metric name="grtUsageMet3" unit="%">1.39</metric>
  </group>
  <group name="power">
    <metric name="p_sw" unit="mW">0.0705</metric>
    <metric name="power.density" unit="nW/um^2">80.8</metric>
    <metric name="cellInternalPower" unit="mW">0.139</metric>
    <metric name="pwr-share-seq" unit="%">39.4</metric>
    <metric name="power.clock.fraction" unit="%">18.8</metric>
    <metric name="total_power" unit="mW">0.210</metric>
    <metric name="ir_drop" unit="mV">0.0310</metric>
    <metric name="leakage" unit="nW">0.998</metric>
    <metric name="power.share.switching" unit="%">33.6</metric>
    <metric name="share_comb_of_total_power" unit="%">41.8</metric>
  </group>
  <group name="logic_synthesis">
    <metric name="ys_top_cells_by_count" unit="">sky130_fd_sc_hd__a21oi_1 (29), sky130_fd_sc_hd__nor2_1 (18), sky130_fd_sc_hd__ha_1 (17), sky130_fd_sc_hd__inv_1 (17), sky130_fd_sc_hd__edfxtp_1 (16)</metric>
    <metric name="chip_area_from_the_yosys_synthesis_statistics" unit="sq um">2060</metric>
    <metric name="synth_cell_type_count" unit="">52</metric>
    <metric name="syn-cell-area" unit="sq um">2060</metric>
    <metric name="most_area_hungry_cell_type_in_the_yosys_netlist" unit="">sky130_fd_sc_hd__edfxtp_1</metric>
    <metric name="numSynthFlops" unit="">16</metric>
    <metric name="synthCells" unit="">256</metric>
    <metric name="synth-main-ff-cell" unit="">sky130_fd_sc_hd__edfxtp_1</metric>
    <metric name="post_synth.cell_area_avg" unit="sq um">8.04</metric>
    <metric name="netlist_top_cells_area" unit="">sky130_fd_sc_hd__edfxtp_1 (23%), sky130_fd_sc_hd__ha_1 (10%), sky130_fd_sc_hd__a21oi_1 (7.1%), sky130_fd_sc_hd__xnor2_1 (6.0%), sky130_fd_sc_hd__nor2b_1 (3.6%)</metric>
    <metric name="synth_largest_type_area_fraction" unit="%">23.4</metric>
    <metric name="edf_count" unit="">16</metric>
    <metric name="yosysSeqAreaShare" unit="%">23.4</metric>
    <metric name="synth-warning-count" unit="">1</metric>
    <metric name="synthArstFlopShare" unit="%">0</metric>
    <metric name="synth_dominant_cell_count" unit="">sky130_fd_sc_hd__a21oi_1</metric>
    <metric name="cells_in_synth_stat_txt" unit="">256</metric>
  </group>
  <group name="floorplanning">
    <metric name="io_pins" unit="">50</metric>
    <metric name="core" unit="sq um">4850</metric>
    <metric name="chipWidth" unit="um">73.7</metric>
    <metric name="row_count" unit="">25</metric>
    <metric name="chip_area" unit="sq um">5430</metric>
    <metric name="chipHeight" unit="um">73.7</metric>
    <metric name="initial_utilization" unit="%">42.4</metric>
  </group>
  <group name="min_path">
    <metric name="hold_depth" unit="">2</metric>
    <metric name="hold_class" unit="">reg -&gt; reg</metric>
    <metric name="hold_crit_start" unit="">locntr[5]</metric>
    <metric name="hold_end" unit="">locntr[5]</metric>
  </group>
  <group name="sta">
    <metric name="worst_pin_slew" unit="ps">746</metric>
    <metric name="fmax" unit="MHz">104</metric>
    <metric name="hold_violations" unit="">0</metric>
    <metric name="setup-violations-final" unit="">0</metric>
    <metric name="rsz_0062_raised_after_global_routing" unit="">no</metric>
    <metric name="slew_violations" unit="">0</metric>
    <metric name="fin_worst_skew" unit="ps">3.00</metric>
    <metric name="relSlewSlack" unit="%">50.1</metric>
    <metric name="final_period_minus_worst_setup_slack" unit="ps">9590</metric>
    <metric name="fin_setup_tns" unit="ps">0</metric>
    <metric name="layout_worst_path_cycle_share" unit="%">78.6</metric>
    <metric name="final.setup.worst_slack" unit="ps">2610</metric>
  </group>
  <group name="cts">
    <metric name="tritoncts" unit="">done</metric>
    <metric name="root_buffer" unit="">sky130_fd_sc_hd__clkbuf_8</metric>
    <metric name="cts.reportedPaths.clkPinSlew" unit="ps">60</metric>
    <metric name="cts-resized-gates" unit="">0</metric>
    <metric name="cts-root-to-sink-buffers" unit="">2</metric>
    <metric name="cts_inserted_buffers" unit="">3</metric>
    <metric name="postCtsSetupRepairBufs" unit="">0</metric>
    <metric name="cts_max_level" unit="">1</metric>
    <metric name="post_cts_hold_buffer_count" unit="">0</metric>
    <metric name="cts_sinks" unit="">16</metric>
    <metric name="clock.latency.late_pin" unit="ps">250</metric>
  </group>
  <group name="cells_and_area">
    <metric name="drive_above_1_share" unit="%">3.74</metric>
    <metric name="flow.area_growth_from_synthesis" unit="%">26.2</metric>
    <metric name="design_area" unit="sq um">2590</metric>
    <metric name="finalCoreUtilization" unit="%">53.5</metric>
  </group>
  <group name="place">
    <metric name="place_hpwl" unit="mm">4.19</metric>
    <metric name="dpl_cell_area" unit="sq um">2550</metric>
    <metric name="number_of_buffers_added_on_ports" unit="">47</metric>
    <metric name="pre_cts_slack" unit="ps">2610</metric>
    <metric name="gp_congestion" unit="">0.901</metric>
  </group>
  <group name="job">
    <metric name="timing.max_cap.violations" unit="">0</metric>
    <metric name="stage_log_warnings" unit="">26</metric>
  </group>
</metrics>
==> placed cells by master, fill, tap and decap left out, drive strengths merged, types with 7 or more instances in the layout <==
| cell | n |
|---|---|
| a21oi | 29 |
| clkdlybuf4s50 | 47 |
| edfxtp | 16 |
| ha | 17 |
| inv | 18 |
| nand2 | 13 |
| nor2 | 18 |
| nor2b | 12 |
| nor3 | 12 |
| o21ai | 19 |
| xnor2 | 14 |
| xor2 | 7 |
==> worst max-delay path by stage <==
stage	startpoint	slack, ps	cells after the start	to
6_report	i_VCUL_n	2610	18	o_VEN_n
4_1_cts	i_VCUL_n	2590	18	o_VEN_n
5_1_grt	i_VCUL_n	2170	18	o_VEN_n
==> cell families after synthesis <==
| group | share of synthesized area [%] |
|---|---|
| multiplexers | 2.98 |
| XOR/XNOR | 8.94 |
| adder cells (fa/ha/maj) | 13.3 |
| AND/OR/NAND/NOR | 22.9 |
| AND-OR/OR-AND | 21.8 |
| flip-flops | 23.4 |
| buffers and inverters | 6.81 |
==> registers in the layout, indices dropped and copies added, names as in the netlist <==
register,cells
hicntr,8
locntr,8
==> metrics by stage <==
step,instances,hold WS (ps)
5_1_grt,361,817
6_report,361,802
2_1_floorplan,256,678
4_1_cts,361,804
3_5_place_dp,358,787
3_3_place_gp,358,775
==> final cells by class <==
cell class,count,area (sq um)
fill,501,2250
inverter,18,67.6
timing repair buffer,49,485
clock buffer,3,41.3
sequential,16,480
multi-input combinational,208,1440
tap,67,83.8
==> tightest hold or removal path: cells and delay by family (launching register included) <==
family | cells | cell delay, ps
mux | 1 | 120
flops | 1 | 460
xor+xnor | 1 | 110
==> routing by layer <==
layer  share of wire, %  routed length [um]
met1                 51                2680
met2                 43                2270
met3                4.6                 241
met4               0.74                  39
met5                  0                   0
==> power by group through the flow <==
stage / clock network [mW] / logic (mW) / registers, mW
after CTS: 0.0409 / 0.0882 / 0.0824
after global routing: 0.0434 / 0.0989 / 0.0842
final: 0.0395 / 0.0877 / 0.0826
Power and IR drop assume default switching activity.
