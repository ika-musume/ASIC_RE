[flow/design.v]
module MB14506 (
    input   wire            i_EMUCLK,        
    input   wire            i_CLK12M_PCEN,   
    input   wire            i_CLK12M_NCEN,   
    input   wire            i_RST_n,
    input   wire            i_BSS_n,         
    input   wire            i_BSEN_n,        
    input   wire            i_REPEN_n,       
    input   wire            i_SWAPEN_n,      
    input   wire            i_WRDATA_n,      
    input   wire            i_BMCHALT,       
    output  wire            o_BMCCLK,        
    output  wire            o_BMCCLK_PCEN,   
    output  wire            o_BMCCLK_NCEN,   
    output  reg             o_CLAMP_n,       
    output  reg             o_STROBE,        
    output  wire            o_REP_n,         
    output  wire            o_CUT_n,         
    output  wire            o_SWAP_n,        
    output  wire            o_GEN_n,         
    output  wire    [3:0]   o_COIL_n         
);
wire            ncen = i_CLK12M_NCEN;
wire            pcen = i_CLK12M_PCEN;
reg     [1:0]   bmcclk_sr;
reg             bmcclk_sr_z;
assign  o_BMCCLK = bmcclk_sr[0] & bmcclk_sr_z;
always @(posedge i_EMUCLK) begin
    if(!i_RST_n) bmcclk_sr <= 2'b00;
    else begin
        if(i_BMCHALT) bmcclk_sr <= 2'b00;
        else begin if(ncen) begin
            bmcclk_sr[0] <= bmcclk_sr[1];
            bmcclk_sr[1] <= ~&{bmcclk_sr};
        end end
    end
    if(pcen) bmcclk_sr_z <= bmcclk_sr[0];
end
reg     [5:0]   bmcclk_cen_sr;
assign  o_BMCCLK_NCEN = bmcclk_cen_sr[2] & ncen;
assign  o_BMCCLK_PCEN = bmcclk_cen_sr[5] & pcen;
always @(posedge i_EMUCLK) if(ncen || pcen) begin
    if(!i_RST_n) bmcclk_cen_sr <= 6'b000000;
    else begin
        bmcclk_cen_sr[0] <= ({bmcclk_sr[0], bmcclk_sr_z} == 2'b10);
        bmcclk_cen_sr[5:1] <= bmcclk_cen_sr[4:0];
    end
end
reg             cyccntr_cnt;
reg     [5:0]   cyccntr;
wire    [6:0]   mcyc = {cyccntr, cyccntr_cnt}; 
always @(posedge i_EMUCLK) begin
    if(pcen) begin
        if(!i_BSS_n) cyccntr_cnt <= 1'b1;
    end
    else begin if(ncen) begin
        cyccntr_cnt <= ~cyccntr_cnt;
    end end
    if(pcen) begin
        if(!i_BSS_n) cyccntr <= 6'd63;
    end
    else begin if(ncen) begin
        if(cyccntr == 6'd59 && !cyccntr_cnt) cyccntr <= 6'd63;
        else begin
            if(cyccntr_cnt) cyccntr <= cyccntr == 6'd63 ? 6'd0 : cyccntr + 6'd1;
        end
    end end
end
always @(posedge i_EMUCLK) begin
    if(!i_RST_n) begin
        o_CLAMP_n <= 1'b1;
        o_STROBE <= 1'b0;
    end
    else begin if(pcen) begin
        if(!i_BSS_n) o_CLAMP_n <= 1'b1;
        else begin
                 if(mcyc == 7'd70)                      o_CLAMP_n <= 1'b0;
            else if(mcyc >= 7'd108 && mcyc <= 7'd111)   o_CLAMP_n <= 1'b1;
        end
        if(!i_BSS_n) o_STROBE <= 1'b0;
        else begin
                 if(mcyc >= 7'd92 && mcyc <= 7'd95)     o_STROBE <= 1'b1;
            else if(mcyc >= 7'd108 && mcyc <= 7'd111)   o_STROBE <= 1'b0;
        end
    end end
end
reg             swap_n, gen_n, rep_n, cut_n;
assign  o_SWAP_n = i_RST_n ? swap_n : 1'b1;
assign  o_GEN_n  = i_RST_n ? gen_n : 1'b1;
assign  o_REP_n  = i_RST_n ? rep_n : 1'b1;
assign  o_CUT_n  = i_RST_n ? cut_n : 1'b1;
always @(posedge i_EMUCLK) begin
    if(!i_RST_n) swap_n <= 1'b1;
    else begin if(pcen) begin
        if(mcyc == 7'd72)                           swap_n <= ~(o_SWAP_n & ~i_SWAPEN_n);
    end end
    if(!i_RST_n) gen_n <= 1'b1;
    else begin if(pcen) begin
             if(mcyc == 7'd30 || mcyc == 7'd31)     gen_n <= i_WRDATA_n;
        else if(mcyc == 7'd33)                      gen_n <= 1'b1;
    end end
    if(!i_RST_n) rep_n <= 1'b1;
    else begin if(pcen) begin
             if(mcyc == 7'd33)                      rep_n <= i_REPEN_n;
        else if(mcyc == 7'd69)                      rep_n <= 1'b1;
    end end
    if(!i_RST_n) cut_n <= 1'b1;
    else begin if(pcen) begin
             if(!rep_n && mcyc == 7'd35)            cut_n <= 1'b0;
        else if(mcyc == 7'd38 || mcyc == 7'd39)     cut_n <= 1'b1;
    end end
end
reg             nY;  
reg             pY;  
reg             nX;  
reg             pX;  
always @(posedge i_EMUCLK) if(pcen) begin
    if(!i_BSS_n) nY <= 1'b0;
    else begin
             if(mcyc >= 7'd60 && mcyc <= 7'd63)     nY <= 1'b1;
        else if(mcyc == 7'd94)                      nY <= 1'b0;
    end
         if(mcyc >= 7'd0 && mcyc <= 7'd31)          pY <= 1'b1;
    else if(mcyc == 7'd34 || mcyc == 7'd35)         pY <= 1'b0;
    if(!i_BSS_n) nX <= 1'b0;
    else begin
             if(mcyc >= 7'd32 && mcyc <= 7'd47)     nX <= 1'b1;
        else if(mcyc == 7'd63)                      nX <= 1'b0;
    end
         if(mcyc == 7'd87)                          pX <= 1'b1;
    else if(mcyc >= 7'd4 && mcyc <= 7'd7)           pX <= 1'b0;
end
reg             BSEN_z, BSEN_zz, BSEN_zzz;
always @(posedge i_EMUCLK) begin
    if(!i_RST_n) begin
        BSEN_z   <= 1'b0;
        BSEN_zz  <= 1'b0;
        BSEN_zzz <= 1'b0;
    end
    else begin if(pcen) begin
        if(mcyc == 7'd20) BSEN_z   <= ~i_BSEN_n;
        if(mcyc == 7'd34) BSEN_zz  <= BSEN_z;
        if(mcyc == 7'd63) BSEN_zzz <= BSEN_zz;
    end end
end
assign  o_COIL_n[0] = i_RST_n ? ~(nY & BSEN_zz) : 1'b1;
assign  o_COIL_n[1] = i_RST_n ? ~(pY & BSEN_zz) : 1'b1;
assign  o_COIL_n[2] = i_RST_n ? ~(nX & (BSEN_z | BSEN_zzz)) : 1'b1;
assign  o_COIL_n[3] = i_RST_n ? ~(pX & (BSEN_z | BSEN_zzz)) : 1'b1;
endmodule
[flow/run.sh]
#!/bin/bash
# OpenROAD 26Q1-2900-gdf79404cd8, Yosys 0.63+post, stock flow scripts
make -C /OpenROAD-flow-scripts/flow DESIGN_CONFIG=/design/flow/config.mk WORK_HOME=/design/flow/orfs finish
[flow/config.mk]
export PLATFORM = sky130hd
export DESIGN_NAME = MB14506
export DESIGN_NICKNAME = MB14506
export VERILOG_FILES = /design/flow/design.v
export SDC_FILE = /design/flow/constraint.sdc
export NUM_CORES = 4
export LEC_CHECK = 1
export CORE_UTILIZATION = 30
[flow/constraint.sdc]
current_design MB14506

set clk_period 2.6
set clk_io_pct 0.2

create_clock -name clk0 -period $clk_period [get_ports {i_EMUCLK}]

set non_clock_inputs [all_inputs -no_clocks]
set_input_delay [expr $clk_period * $clk_io_pct] -clock clk0 $non_clock_inputs
set_output_delay [expr $clk_period * $clk_io_pct] -clock clk0 [all_outputs]
==> run summary <==
Post-CTS Setup Inserts - 0
Die Height - 75.5 um
Most frequent cell on the critical path - clkdlybuf4s50_1
Synthesized cell area - 1620 sq um
Share of layout cells above drive strength 1 - 9.18%
Min-Delay Endpoint - BSEN_zz
Die area - 5690 sq um
Antenna Nets Post-Route - 0
Global-route total usage across every layer - 13.5%
CTS tree - yes
Core area - 5140 sq um
Worst endpoint data arrival time - 1800 ps
Htree depth - 2
Clock tree root buffer cell - clkbuf_8
Final Max Tran Viols - 0
Hold buffer count at CTS - 0
R2R Path End - pY
Worst-case clock buffer depth - 2
Req. time, crit path - 2080 ps
Chip width - 75.5 um
CP max stage delay - 500 ps
CTS Sinks - 29
CP delay by family, top - buffers and inverters
Placer Congestion - 0.849
Reg2Reg Depth - 4
Hold Vio Cnt, Final - 0
Lkg Pwr - 0.732 nW
Clk_skew - 3.89 ps
First-pass GRT wire length - 5.75 mm
Vias in the first global route - 1,208
R2r setup slk - 700 ps
Ports - 23
YS chip area - 1620 sq um
Dominant flop cell - edfxtp_1
Ys Warns - 1
Top-area cell share - 33.4%
Tool warnings - 25
Fp util - 31.5%
Pwr Density - 500 nW/um^2
Insertion Delay late pin - 280 ps
Max_slew headroom - 69.2%
Final setup margin - 283 ps
# diodes - 0
Slew @ Worst Pin - 462 ps
Synth top cell by count - edfxtp_1
# Max-Cap Violations - 0
Crit. End Element - output port
Largest cells by area - edfxtp_1 33%, dfxtp_1 14%, and2_1 5.4%
CTS Buf Count - 5
Final setup violation count - 0
Post-synth EDFFs - 18
Mapped Avg Cell Area - 9.52 sq um
CP Launch Type - input port
Fin crit share - 89.1%
Site Rows - 26
Area Growth Syn to Fin - 25.3%
Crit-path max FO - 25
Clock-pin slew on the worst setup and hold paths - 60 ps
Initial antenna violation count - 0
Slowest cell on crit path - clkdlybuf4s50_1
Via count - 1,292
Most frequent cells after synthesis - 18 x edfxtp_1, 15 x nor2_1, 14 x and2_1, 12 x nand2_1
Status - finished, final reports clean
Drc violations - 0
Cell count in the Yosys report - 170
Minimum clock period - 2320 ps
Vias per std cell - 4.86
Hold Path Stages - 2
Synth Instances - 170
Post-synth ARST share - 0%
Distinct cells, synth - 45
Drt wl/cell - 12.9 um
Buf+Inv Stages, Crit Path - 3
Initial DRC count - 70
Worst-path cell chain - clkdlybuf4s50_1, buf_12, o21a_1, nand2_1, clkdlybuf4s50_1
Cell type with the largest total area after synthesis - edfxtp_1
Worst IR Drop VDD - 0.168 mV
Crit Reg-Reg Startpoint - cyccntr[5]
Critical path type - in -> out
Post-Route WL - 3.44 mm
Largest net degree at the start of global routing - 26
Setup_tns - 0 ps
Port Buffers - 22
Ys flops - 29
HPWL after DPL - 2.40 mm
Top flop regs - bmcclk_cen_sr (6), cyccntr (6), bmcclk_sr (2)
Pre-CTS WS - 263 ps
Total grt overflow - 0
Fmax achieved - 432 MHz
Seq/Total Area, Yosys - 47.0%
CTS resizes - 0
Min-Delay Startpoint - BSEN_z
First drt pass iteration count - 5
Unrepaired setup endpoints after global routing - no
Hold Path Class - reg -> reg
==> placed cells by master, fill, tap and decap left out, drive strengths merged, types with 3 or more instances in the layout <==
cell           instances
a31oi                  4
and2                  14
nand2                 12
and3b                  3
o21ai                  4
clkdlybuf4s50         22
nand2b                11
nor3                   7
a21boi                 4
a21oi                  3
clkinv                 3
nand3                 10
edfxtp                18
nor2b                  3
nor4                   3
and3                   3
clkbuf                 5
buf                    8
o21a                   3
mux2i                  4
dfxtp                 11
nor2                  15
==> through the flow <==
step	total power, mW	area [sq um]	std cells	hold WS (ps)	util [%]
3_3_place_gp	0.688	1950	258	470	37.9
6_report	1.01	2030	266	473	39.5
3_5_place_dp	0.687	1950	258	469	37.9
5_1_grt	1.07	2030	266	501	39.5
2_1_floorplan	0.631	1620	170	448	-
4_1_cts	1.03	2030	266	477	39.5
==> worst reg2reg max path, cell delays in order (launching register included) <==
cell and delay, ps:
edfxtp_1 590, nand2b_1 370, nor3_2 380, and2_1 180, o21a_1 110
==> how the worst max path moves through the flow <==
stage / startpoint / to / depth (start not counted)
after CTS: i_RST_n / o_COIL_n[3] / 5
final: i_RST_n / o_COIL_n[3] / 5
after global routing: i_RST_n / o_COIL_n[3] / 5
==> cells by family (layout without fill, tap and decap cells) <==
logic type      Yosys count  count (layout)  synth area share [%]
xor+xnor                  2               2                  1.08
buf+inv                  14              40                  3.63
fa+ha+maj                 1               1                 0.773
flops                    29              29                  47.0
compound gates           29              29                  12.8
simple gates             90              90                  31.6
mux                       5               5                  3.17
==> per-layer routing <==
metal,global-route usage (%),routed length [um],part of all wire [%]
met2,21.4,1590,46
met4,2.06,18,0.52
met1,20.2,1670,49
met5,0,0,0
met3,2.55,165,4.8
==> area by class of cell <==
class	count	area, sq um
tap	70	87.6
sequential	29	761
clock buffer	5	68.8
inverter	2	7.51
fill	525	3110
multi-input combinational	127	800
clock inverter	3	12.5
timing repair buffer	30	293
==> where the power goes <==
part	internal, mW	switching, mW
combinational	0.0670	0.0714
clock	0.179	0.156
sequential	0.513	0.0273
total	0.759	0.255
No activity file was given, so power comes from the tool's default toggle rates.
